File: /design/flow/run.sh
#!/bin/bash
# OpenROAD 26Q1-2900-gdf79404cd8, Yosys 0.63+post, stock flow scripts
make -C /OpenROAD-flow-scripts/flow DESIGN_CONFIG=/design/flow/config.mk WORK_HOME=/design/flow/orfs finish
File: /design/flow/config.mk
export PLATFORM = sky130hd
export DESIGN_NAME = onewire_controller
export DESIGN_NICKNAME = onewire_controller
export VERILOG_FILES = /design/flow/design.v
export SDC_FILE = /design/flow/constraint.sdc
export NUM_CORES = 4
export LEC_CHECK = 1
export CORE_UTILIZATION = 40
File: /design/flow/constraint.sdc
current_design onewire_controller

set clk_period 6.6
set clk_io_pct 0.2

create_clock -name clk0 -period $clk_period [get_ports {clk}]

set non_clock_inputs [all_inputs -no_clocks]
set_input_delay [expr $clk_period * $clk_io_pct] -clock clk0 $non_clock_inputs
set_output_delay [expr $clk_period * $clk_io_pct] -clock clk0 [all_outputs]
File: /design/flow/design.v
module onewire_controller (
    input        clk,
    input        rst,
    input        start,         
    input        led_on,        
    output reg   busy,
    output reg   done,
    output reg   error,         
    inout  wire  dq
);
    reg [1:0] cmd;
    reg       cmd_start;
    wire      cmd_busy, cmd_done;
    wire      presence;
    wire      data_out;
    onewire_master_Tx_Rx bit_fsm (
        .clk(clk),
        .rst(rst),
        .cmd(cmd),
        .start(cmd_start),
        .busy(cmd_busy),
        .done(cmd_done),
        .presence(presence),
        .dq(dq),
        .data_out(data_out)
    );
       parameter IDLE          = 4'd0;
       parameter RESET_PULSE   = 4'd1;
       parameter CHECK_PRES    = 4'd2;
       parameter SEND_MATCHROM = 4'd3;
       parameter SEND_ROM      = 4'd4;
       parameter SEND_CRC      = 4'd5;
       parameter WAIT_SLAVE    = 4'd6;
       parameter SEND_COMMAND  = 4'd7;
       parameter FINISH        = 4'd8;
       parameter ERROR_STATE   = 4'd9;
    reg [3:0] current_state, next_state;
    localparam [55:0] ROM_CODE = 56'hFFFFFFFFFFFFFF; 
    localparam [7:0]  MATCH_ROM = 8'h55;
    reg [7:0] byte_to_send;
    reg [5:0] bit_cnt;
    reg [55:0] rom_shift;
    reg [7:0] crc_dummy = 8'hAA; 
    always @(posedge clk or posedge rst) begin
        if (rst) current_state <= IDLE;
        else     current_state <= next_state;
    end
    always @(*) begin
        next_state = current_state;
        case (current_state)
            IDLE: if (start) next_state = RESET_PULSE;
            RESET_PULSE: if (cmd_done) next_state = CHECK_PRES;
            CHECK_PRES: begin
                if (!presence) next_state = ERROR_STATE;
                else           next_state = SEND_MATCHROM;
            end
            SEND_MATCHROM: if (bit_cnt==8 && cmd_done) next_state = SEND_ROM;
            SEND_ROM: if (bit_cnt==56 && cmd_done) next_state = SEND_CRC;
            SEND_CRC: if (bit_cnt==8 && cmd_done) next_state = WAIT_SLAVE;
            WAIT_SLAVE: next_state = SEND_COMMAND;  
            SEND_COMMAND: if (bit_cnt==8 && cmd_done) next_state = FINISH;
            FINISH: next_state = IDLE;
            ERROR_STATE: next_state = IDLE;
        endcase
    end
    always @(posedge clk or posedge rst) begin
        if (rst) begin
            busy   <= 0;
            done   <= 0;
            error  <= 0;
            cmd    <= 0;
            cmd_start <= 0;
            bit_cnt   <= 0;
            rom_shift <= ROM_CODE;
        end else begin
            cmd_start <= 0;
            done <= 0;
            case (current_state)
                IDLE: begin
                    busy <= 0;
                    error <= 0;
                end
                RESET_PULSE: begin
                    busy <= 1;
                    cmd  <= 2'b00;   
                    if (!cmd_busy && !cmd_start) cmd_start <= 1;
                end
                CHECK_PRES: begin
                    if (!presence) error <= 1;
                end
                SEND_MATCHROM: begin
                    if (!cmd_busy && bit_cnt < 8) begin
                        cmd <= (MATCH_ROM[bit_cnt]) ? 2'b01 : 2'b10;
                        cmd_start <= 1;
                        bit_cnt <= bit_cnt + 1;
                    end
                end
                SEND_ROM: begin
                    if (!cmd_busy && bit_cnt < 56) begin
                        cmd <= (rom_shift[0]) ? 2'b01 : 2'b10;
                        cmd_start <= 1;
                        rom_shift <= rom_shift >> 1;
                        bit_cnt <= bit_cnt + 1;
                    end
                end
                SEND_CRC: begin
                    if (!cmd_busy && bit_cnt < 8) begin
                        cmd <= (crc_dummy[bit_cnt]) ? 2'b01 : 2'b10;
                        cmd_start <= 1;
                        bit_cnt <= bit_cnt + 1;
                    end
                end
                WAIT_SLAVE: begin
                    bit_cnt <= 0;
                end
                SEND_COMMAND: begin
                    if (!cmd_busy && bit_cnt < 8) begin
                        cmd <= (led_on)? 2'b01 : 2'b10;
                        cmd_start <= 1;
                        bit_cnt <= bit_cnt + 1;
                    end
                end
                FINISH: begin
                    busy <= 0;
                    done <= 1;
                end
                ERROR_STATE: begin
                    busy <= 0;
                    error <= 1;
                end
            endcase
        end
    end
endmodule
module onewire_master_Tx_Rx( 
    input       clk, 
    input       rst, 
    input [1:0] cmd,      
    input       start,    
    output reg  busy,     
    output reg  done,     
    output reg  presence, 
    inout  wire dq,       
    output reg  data_out  
); 
    parameter IDLE            = 3'd0; 
    parameter RESET_LOW       = 3'd1; 
    parameter PRESENCE_DETECT = 3'd2; 
    parameter WRITE_SLOT      = 3'd3; 
    parameter READ_SLOT       = 3'd4; 
    parameter DONE            = 3'd5; 
    localparam integer t_resetL  = 480;  
    localparam integer t_resetH  = 480; 
    localparam integer t_write1L = 1;      
    localparam integer t_write0L = 60;     
    localparam integer t_slot    = 70;     
    localparam integer t_rdSamp  = 15;     
    reg dq_out_en; 
    assign dq = dq_out_en ? 1'b0 : 1'bz; 
    wire dq_in = dq; 
    reg [2:0] current_state, next_state; 
    reg [31:0] timer; 
    always @(posedge clk or posedge rst) begin 
        if(rst) 
            current_state <= IDLE; 
        else 
            current_state <= next_state; 
    end 
    always @(*) begin 
        next_state = current_state; 
        case(current_state) 
            IDLE: begin 
                if(start) begin 
                    case(cmd) 
                        2'b00: next_state = RESET_LOW; 
                        2'b01: next_state = WRITE_SLOT; 
                        2'b10: next_state = WRITE_SLOT; 
                        2'b11: next_state = READ_SLOT; 
                    endcase 
                end  
            end 
            RESET_LOW: 
                if(timer >= t_resetL) 
                    next_state = PRESENCE_DETECT; 
            PRESENCE_DETECT: 
                if(timer >= t_resetH) 
                    next_state = DONE; 
            WRITE_SLOT: 
                if(timer >= t_slot) 
                    next_state = DONE; 
            READ_SLOT: 
                if(timer >= t_slot) 
                    next_state = DONE; 
            DONE: 
                next_state = IDLE; 
        endcase 
    end 
    always @(posedge clk or posedge rst) begin 
        if(rst) begin 
            presence <= 0; 
            data_out <= 0; 
        end else begin 
            case(current_state) 
                RESET_LOW: 
                    presence <= 0;   
                PRESENCE_DETECT: 
                    if(!dq_in) presence <= 1;  
                READ_SLOT: 
                    if(timer == t_rdSamp) data_out <= dq_in;  
            endcase 
        end 
    end 
    always @(*) begin 
        dq_out_en = 0; 
        busy      = 0; 
        done      = 0; 
        case(current_state) 
            RESET_LOW: begin 
                dq_out_en = 1;  
                busy      = 1; 
            end 
            PRESENCE_DETECT: 
                busy = 1; 
            WRITE_SLOT: begin 
                busy = 1; 
                if(cmd==2'b01) dq_out_en = (timer < t_write1L);  
                else if(cmd==2'b10) dq_out_en = (timer < t_write0L);  
            end 
            READ_SLOT: begin 
                busy      = 1; 
                dq_out_en = (timer < t_write1L);  
            end 
            DONE: 
                done = 1; 
        endcase 
    end 
    always @(posedge clk or posedge rst) begin 
        if (rst)  
            timer <= 0; 
        else if(current_state != next_state) 
            timer <= 0; 
        else if(current_state != IDLE) 
            timer <= timer + 1; 
    end 
endmodule
==> CHANGELOG.md <==
## Flow update

* Run status: completed
* Fill cells at 1138
* Instance count after placement with tap cells included at between 600 and 700
* Reg2Reg Launch Point: bit_fsm.current_state[2]
* Number of placement rows at 41
* Power density over the cells at 336 nW/um2
* H-tree levels at 4
* Post-layout instance count excluding filler cells at about 640
* Critical Path Fanout Max at 58
* Layout overhead on the synthesized area at 15.2%
* Switching power summed over all nets at 0.562 mW
* Root buf cell: clkbuf_16
* Total number of vias at 3306
* Post-route setup TNS at 0 ns
* End point of the most critical hold path: done
* Area of the chip at between 10000 and 15000 um2
* Port bufs at 6
* Gate power share at 0.138
* Count of synthesis-stage warnings from yosys at 3
* Master of the slowest instance on the critical path: buf_4
* Setup slack after placement at 3.52 ns
* Proportion of power drawn by the clock network at 0.450
* Design area at 6050 um2
* Tool warning count at 29
* Top library cells by usage in the layout, fill and taps aside: dfrtp_1 (57), dfstp_2 (57), mux2_2 (55)
* Static Leak at 2.66 nW
* Data arrival, critical path at 3.02 ns
* Resized cells post-CTS at 0
* Number of clock buffers inserted by TritonCTS at 17
* Chip Height at between 100 and 150 um
* Reg-to-reg endpoint: bit_cnt[0]
* Post-route ant nets at 0
* Register share after synthesis at 0.557
* Number of standard cells after synthesis at roughly 450
* Largest voltage drop on the vdd net at 0.217 mV
* Final Hold Violating Endpoints at 0
* Fraction of power consumed by sequential logic at 0.412
* Clk sinks at 114
* Layout cell share with drive strength beyond 1 at 0.338
* Length in cells of the worst reg-to-reg path at 5
* Worst clock skew at 0.00626 ns
* Clock tree from TritonCTS: done
* Max-capacitance violation count at 0
* Required time of the worst setup path at 7.05 ns
* Antenna cells at 0
* Insertion Delay late pin at 0.40 ns
* Number of remaining DRC errors at 0
* Max frequency at between 300 and 400 MHz
* Type of element launching the critical path: input pin
* Time the final worst path needs with I/O delays and setup at 2.57 ns
* Area fraction of the dominant cell type after synthesis at 0.285
* Final routed wire length divided by cell count at about 13 um
* Cell types occupying the most area after synthesis: dfstp_2 (29%), dfrtp_1 (27%), mux2_2 (12%)
* Hold_sp: current_state[1]
* Detailed-placement wirelength estimate at 5300 um
* Final hold slack at 0.375 ns
* Initial Utilization at 0.413
* Ports placed on the boundary at 8
* Placeable core area at 12700 um2
* Vias in the first global route at 3321
* Hold buffer count at CTS at 0
* Worst hold-check path type: register to register
* Max incr delay on CP at 0.69 ns
* Number of flip-flops and latches in the synthesized netlist at around 110
* Switch share at 0.277
* Clk slew on worst S/H paths at approximately 0.050 ns
* Unrepaired setup endpoints after global routing: false
* Horizontal extent of the die at 117 um
* Worst relative slew slack at 0.471
* Number of standard cells reported by yosys at 448
* Average size of a mapped cell at 11.7 um2
* Drt initial violations at roughly 150
* First-pass iteration count of the detailed router at 4
* Distinct cell type count after synthesis at ~60
* Count of cells along the worst hold path at 0
* Final setup vio count at 0
* Vias per std cell at 5.14
* Initial antenna violation count at 0
* Global-route wire length before repair at 15200 um
* Async set-reset flop share out of synthesis at 1.00
* Slack of the critical path at 4.03 ns
* Internal power of the cells at 1.47 mW
* Yosys stat area at 5250 um2
* Top_reg_cell synth: dfstp_2
* Synth area leader: dfstp_2
* Slack of the worst reg-to-reg path at 4.21 ns
* Count of library flops with an enable pin at 0
* GRT Residual Overflow at 0
* Count of final max-slew check failures at 0
* Pin count of the biggest net entering global routing at about 60
* Area of the mapped netlist at between 5000 and 6000 um2
* Share of the cycle needed by the critical path after routing at 0.390
* Max Buffers Root-to-Sink at 2
* Class of the most critical setup path: input pin to async pin
* Drt total wl at between 8000 and 9000 um
* All-Layer GR Usage at 0.145
* Post-CTS Setup Inserts at 0
* Placed cell area at 5440 um2
* Cell-by-cell listing of the critical path: clkdlybuf4s50_1 -> inv_4 -> buf_4
* Final GP Congestion at 0.843
* Tightest Pin Transition at 0.784 ns
* Setup crit end kind: async pin
* Utilization after layout at 0.475
* Overall power at 2.03 mW
[cells in the mapped netlist, types with 2 or more instances]
master,n
mux2_2,55
buf_2,6
o21ai_0,13
a31oi_1,3
a31o_2,3
and4_1,5
and2_1,6
nor2b_1,4
dfrtp_1,57
nor3_1,5
nor2_1,46
o311ai_0,2
nand3_1,12
mux2i_1,3
buf_6,4
inv_1,14
nand4_1,18
or4_4,2
dfstp_2,57
and3_1,3
o211ai_1,2
nand2_1,24
or3_1,9
clkbuf_1,7
o22ai_1,3
a21oi_1,10
a22o_1,4
xor2_1,25
xnor2_1,5
nor4_1,6
ha_1,5
nor3_2,2
[worst max-delay path by stage]
stage	from	end	slack, ns	cells after the start
final	rst	bit_fsm.timer[7]	4.03	3
after global routing	rst	bit_fsm.timer[8]	3.76	3
after CTS	rst	bit_fsm.timer[8]	3.94	3
[final cells by class]
class                   instances  area (um2)  area share
clock buffers                  21         482      0.0797
well taps                     172         215      0.0356
repair buffers                 10        90.1      0.0149
flip-flops and latches        114        2920       0.484
multi-input cells             301        2160       0.357
clock inverters                11         123      0.0203
inverters                      14        55.1     0.00910
[sequential cells by signal (all words and copies together), names as in the netlist]
signal,flops
bit_fsm.timer,32
error,1
current_state,10
bit_fsm.current_state,3
cmd_start,1
busy,1
cmd,2
done,1
bit_cnt,6
bit_fsm.presence,1
rom_shift,56
[cells by family (layout without fill, tap and decap cells)]
family / count (synthesis) / after routing / synth area share
simple gates: 150 / 150 / 0.149
flops: 114 / 114 / 0.557
mux: 59 / 59 / 0.126
compound gates: 56 / 56 / 0.0732
buf+inv: 33 / 56 / 0.0317
xor+xnor: 30 / 30 / 0.0501
fa+ha+maj: 5 / 5 / 0.0119
other cells: 1 / 1 / 0.000714
[worst max-delay path, delay by kind of cell]
family	cells	cell delay, ns
buf+inv	3	1.62
[power by group through the flow]
stage | combinational (mW) | clock, mW | sequential [mW]
after CTS | 0.284 | 0.935 | 0.836
after global routing | 0.325 | 0.972 | 0.847
final | 0.281 | 0.915 | 0.837
[routing by layer]
| metal | GRT usage | wire [um] | up-vias |
|---|---|---|---|
| met5 | 0 | 0 | - |
| met4 | 0.0177 | 89 | 0 |
| met3 | 0.0354 | 254 | 7 |
| met2 | 0.217 | 3840 | 34 |
| met1 | 0.229 | 4390 | 1646 |
| li1 | - | - | 1619 |
Power figures rest on the tool's default switching activity, not on a simulated workload.
